$ cat /design/flow/config.mk
export PLATFORM = sky130hd
export DESIGN_NAME = uart_top
export DESIGN_NICKNAME = uart_top
export VERILOG_FILES = /design/flow/design.v
export SDC_FILE = /design/flow/constraint.sdc
export NUM_CORES = 4
export LEC_CHECK = 1
export CORE_UTILIZATION = 40
$ cat /design/flow/constraint.sdc
current_design uart_top

set clk_period 3.6
set clk_io_pct 0.2

create_clock -name clk0 -period $clk_period [get_ports {sys_clk}]

set non_clock_inputs [all_inputs -no_clocks]
set_input_delay [expr $clk_period * $clk_io_pct] -clock clk0 $non_clock_inputs
set_output_delay [expr $clk_period * $clk_io_pct] -clock clk0 [all_outputs]
$ cat /design/flow/design.v
module uart_rx
#(
	parameter		UART_BAUD_RATE	=	'd9600			,
	parameter		CLK_FREQ		=	'd50_000_000
)
(
	input	wire			sys_clk,	
	input	wire			sys_rstn,
	input	wire			rx,
	output	reg		[7:0]	ser_to_para,
	output	reg				flag_end
);
	localparam		BAUD_CNT_MAX	=	CLK_FREQ/UART_BAUD_RATE	;
			reg 			rx_delay1 		;
			reg 			rx_delay2 		;
			reg 			rx_delay3 		;
			wire 			start_nedge 	;
			reg 			work_en 		;
			reg 	[12:0] 	baud_cnt 		;
			reg 			bit_flag 		;
			reg 	[3:0] 	bit_cnt 		;
			reg 	[7:0] 	rx_data 		;
			reg 			rx_flag 		;
always @(posedge sys_clk or negedge sys_rstn)begin
	if(!sys_rstn)
		begin
			rx_delay1	<=	1'b1	;
			rx_delay2	<=	1'b1	;
			rx_delay3	<=	1'b1	;
		end
	else
		begin
			rx_delay1	<=	rx			;
			rx_delay2	<=	rx_delay1	;
			rx_delay3	<=	rx_delay2	;
		end
end
assign start_nedge = (rx_delay2 == 1'b0) && (rx_delay3 == 1'b1)	;
always @(posedge sys_clk or negedge sys_rstn)begin
	if(!sys_rstn)
		work_en	<=	1'b0	;
	else if(start_nedge == 1'b1)
		work_en	<=	1'b1	;
	else if((bit_cnt == 4'd8)	&&	(bit_flag == 1'b1))
		work_en	<=	1'b0	;
end
always@(posedge sys_clk or negedge sys_rstn)begin
	if(!sys_rstn)
		baud_cnt <= 13'b0;
	else if((baud_cnt == BAUD_CNT_MAX - 1) || (work_en == 1'b0))
		baud_cnt <= 13'b0;
	else if(work_en == 1'b1)
		baud_cnt <= baud_cnt + 1'b1;
end
always@(posedge sys_clk or negedge sys_rstn)begin
	if(!sys_rstn)
		bit_flag <= 1'b0;
	else if(baud_cnt == BAUD_CNT_MAX/2 - 1)
		bit_flag <= 1'b1;
	else
		bit_flag <= 1'b0;
end
always@(posedge sys_clk or negedge sys_rstn)begin
 	if(!sys_rstn)
 		bit_cnt <= 4'b0;
 	else if((bit_cnt == 4'd8) && (bit_flag == 1'b1))
 		bit_cnt <= 4'b0;
 	else if(bit_flag ==1'b1)
 		bit_cnt <= bit_cnt + 1'b1;
 end
always@(posedge sys_clk or negedge sys_rstn)begin
 	if(!sys_rstn)
 		rx_data <= 8'b0;
 	else if((bit_cnt >= 4'd1)&&(bit_cnt <= 4'd8)&&(bit_flag == 1'b1))
 		rx_data <= {rx_delay3, rx_data[7:1]};
 end
always@(posedge sys_clk or negedge sys_rstn)begin
 	if(!sys_rstn)
 		rx_flag <= 1'b0;
 	else if((bit_cnt == 4'd8) && (bit_flag == 1'b1))
 		rx_flag <= 1'b1;
 	else
 		rx_flag <= 1'b0;
end
always@(posedge sys_clk or negedge sys_rstn)begin
 	if(!sys_rstn)
 		ser_to_para <= 8'b0;
 	else if(rx_flag == 1'b1)
 		ser_to_para <= rx_data;
 end
 always@(posedge sys_clk or negedge sys_rstn)begin
	 if(!sys_rstn)
	 	flag_end <= 1'b0;
	 else
	 	flag_end <= rx_flag;
 end
endmodule
module uart_top(
	 input		wire		sys_clk		,
	input		wire		sys_rstn	,
	input		wire		rx			,
	output		wire			tx
);
				wire		[7:0]	ser_to_para					;
				wire				flag_end					;
uart_rx
#(
			.UART_BAUD_RATE		('d9600)					,
			.CLK_FREQ			('d50_000_000)
)
u0_uart_rx(
			.sys_clk		(sys_clk)						,	
			.sys_rstn		(sys_rstn)						,
			.rx		 		(rx)   							,
			.ser_to_para	(ser_to_para)					,
			.flag_end		(flag_end)
);
uart_tx
#(
			.UART_BAUD_RATE		('d9600)					,
			.CLK_FREQ			('d50_000_000)
)
u0_uart_tx(
			.sys_clk		(sys_clk)							,	
			.sys_rstn		(sys_rstn)							,
		  	.flag_begin		(flag_end)					,
		  	.ser_to_para	(ser_to_para)					,	
		  	.tx				(tx)
);	
endmodule
module uart_tx
#(
	parameter		UART_BAUD_RATE	=	'd9600			,
	parameter		CLK_FREQ		=	'd50_000_000
)
(
	input	wire			sys_clk,	
	input	wire			sys_rstn,
	input	wire			flag_begin,
	input	wire	[7:0]	ser_to_para,	
	output	reg				tx
);
	localparam		BAUD_CNT_MAX	=	CLK_FREQ/UART_BAUD_RATE	;
			reg 			work_en 		;
			reg 	[12:0] 	baud_cnt 		;
			reg 			bit_flag 		;
			reg 	[3:0] 	bit_cnt 		;
always @(posedge sys_clk or negedge sys_rstn)begin
	if(!sys_rstn)
		work_en	<=	1'b0	;
	else if(flag_begin == 1'b1)
		work_en	<=	1'b1	;
	else if((bit_cnt == 4'd9)	&&	(bit_flag == 1'b1))
		work_en	<=	1'b0	;
end
always@(posedge sys_clk or negedge sys_rstn)begin
	if(!sys_rstn)
		baud_cnt <= 13'b0;
	else if((baud_cnt == BAUD_CNT_MAX - 1) || (work_en == 1'b0))
		baud_cnt <= 13'b0;
	else if(work_en == 1'b1)
		baud_cnt <= baud_cnt + 1'b1;
end
always@(posedge sys_clk or negedge sys_rstn)begin
	if(!sys_rstn)
		bit_flag <= 1'b0;
	else if(baud_cnt == BAUD_CNT_MAX/2 - 1)
		bit_flag <= 1'b1;
	else
		bit_flag <= 1'b0;
end
always@(posedge sys_clk or negedge sys_rstn)begin
 	if(!sys_rstn)
 		bit_cnt <= 4'b0;
 	else if((bit_cnt == 4'd9) && (bit_flag == 1'b1))
 		bit_cnt <= 4'b0;
 	else if((bit_flag ==1'b1) && (work_en == 1'b1))
 		bit_cnt <= bit_cnt + 1'b1;
 end
always@(posedge sys_clk or negedge sys_rstn)begin
	 if(!sys_rstn)
	 	tx <= 1'b1; 
	 else if(bit_flag == 1'b1)
	 	begin
	 		case(bit_cnt)
	 		0 : tx <= 1'b0;
	 		1 : tx <= ser_to_para[0];
	 		2 : tx <= ser_to_para[1];
	 		3 : tx <= ser_to_para[2];
	 		4 : tx <= ser_to_para[3];
	 		5 : tx <= ser_to_para[4];
	 		6 : tx <= ser_to_para[5];
	 		7 : tx <= ser_to_para[6];
	 		8 : tx <= ser_to_para[7];
	 		9 : tx <= 1'b1;
	 		default : tx <= 1'b1;
	 		endcase
		end
 end
endmodule
$ cat /design/flow/run.sh
#!/bin/bash
# OpenROAD 26Q1-2900-gdf79404cd8, Yosys 0.63+post, stock flow scripts
make -C /OpenROAD-flow-scripts/flow DESIGN_CONFIG=/design/flow/config.mk WORK_HOME=/design/flow/orfs finish
==> flow_metrics.env <==
# physical design summary
export IMPL_slew_headroom_pct=50.6
export IMPL_hold_depth=0
export IMPL_n_antenna_cell=0
export IMPL_p_leak_uw=0.00137
export IMPL_synthCells=247
export IMPL_netlist_area_sq_um=2790
export IMPL_cts_max_path_buffers=2
export IMPL_die_x_um=85.6
export IMPL_wl_mm=4.51
export IMPL_seq_area_sq_um=1510
export IMPL_ant_nets=0
export IMPL_row_count=30
export IMPL_io_pins=4
export IMPL_worstReg2RegStart="u0_uart_rx.bit_cnt[0]"
export IMPL_critPathRequiredTime_ns=2.88
export IMPL_logic_family="simple AND/OR/NAND/NOR gates"
export IMPL_cts_clk_slew_worst_paths_ns=0.07
export IMPL_hold_path_class="reg -> reg"
export IMPL_clock_fmax_mhz=492
export IMPL_ys_types=40
export IMPL_routedWlPerCell_um=13.2
export IMPL_ctsHoldBuffers=0
export IMPL_worstSkewPairLatency_ns=0.33
export IMPL_drive_gt1_share_pct=18.8
export IMPL_io_buffers=3
export IMPL_gr_usage_all_layers_pct=14.3
export IMPL_period_minus_slack_ns=2.03
export IMPL_xor_share_pct=6.27
export IMPL_finalSetupViolCount=0
export IMPL_ir_drop_v=0.000230
export IMPL_critPathTopFamily="flip-flops"
export IMPL_fillers=614
export IMPL_drt_pass1_iterations=21
export IMPL_cp_start_kind="register"
export IMPL_core_sq_um=6760
export IMPL_first_global_vias=1734
export IMPL_combGateArea_sq_um=1220
export IMPL_numCtsBuffers=9
export IMPL_chipArea_sq_um=7320
export IMPL_grt_ovfl_total=0
export IMPL_drc=0
export IMPL_cts_max_level=3
export IMPL_ys_sh_simple_pct=18.8
export IMPL_place_congestion=0.827
export IMPL_cts_root_buf="clkbuf_8"
export IMPL_antenna_found_initial=0
export IMPL_finalClockPeriodUsage_pct=56.4
export IMPL_hold_slack_ns=0.356
export IMPL_vias_per_cell=5.28
export IMPL_yosysCellCount=247
export IMPL_path_cells="clkdlybuf4s50_1"
export IMPL_tightestPinTransition_ns=0.740
export IMPL_cts_tree="built"
export IMPL_worstHoldStart="u0_uart_rx.rx_delay1"
export IMPL_worst_r2r_path_depth=5
export IMPL_areaGrowthSynthToFinish_pct=10.9
export IMPL_arrival_ns=1.31
export IMPL_rrSetupSlack_ns=1.76
export IMPL_ys_ff=60
export IMPL_mux_share_pct=7.57
export IMPL_synth_async_reset_ratio_pct=100
export IMPL_min_to="u0_uart_rx.rx_delay2"
export IMPL_path_buffers=1
export IMPL_cp_startpoint="u0_uart_tx.tx"
export IMPL_ys_seq_share_pct=53.9
export IMPL_hold_viol=0
export IMPL_yosys_area_sq_um=2790
export IMPL_p_per_area_nw_per_um2=477
export IMPL_tns_ns=0
export IMPL_cts_setup_buffers=0
export IMPL_dpl_hpwl_mm=2.89
export IMPL_cpPeakStageDelay_ns=0.54
export IMPL_fp_util_pct=41.4
export IMPL_die_h_um=85.6
export IMPL_grt_pass1_wl_mm=8.05
export IMPL_critPathMaxFanout=2
export IMPL_critPathCaptureType="output port"
export IMPL_drt_iter0_drc=116
export IMPL_status="completed"
export IMPL_yosys_warnings=2
export IMPL_adder_share_pct=4.48
export IMPL_edf_count=0
export IMPL_drv_cap=0
export IMPL_synthFlopType="dfrtp_1"
export IMPL_openroad_warnings=31
export IMPL_grt_max_degree=61
export IMPL_finClkSkew_ns=0.00827
export IMPL_crit_slowest_cell="dfstp_2"
export IMPL_vias=1800
export IMPL_rr_endpoint="u0_uart_rx.rx_data[7]"
export IMPL_cts_resized=0
export IMPL_report_final_slew_viol_count=0
export IMPL_rsz0062_at_grt="no"
export IMPL_critPathKind="reg -> out"
export IMPL_cts_sinks=60
export IMPL_syn_avg_cell_area_sq_um=11.3
export IMPL_compound_area_share_pct=6.72
## synthesized netlist by cell type, drive strengths merged, types with 4 or more instances
| library cell | n | area share (%) |
|---|---|---|
| xor2 | 9 | 2.8 |
| dfrtp | 56 | 50 |
| dfstp | 4 | 3.8 |
| a21oi | 7 | 1.3 |
| nor2 | 34 | 4.6 |
| nor3 | 9 | 1.6 |
| nand3 | 17 | 3.4 |
| and3 | 6 | 1.4 |
| mux2 | 17 | 6.9 |
| clkbuf | 5 | 0.76 |
| o21ai | 8 | 1.6 |
| ha | 10 | 4.5 |
| nand2 | 12 | 1.6 |
| xnor2 | 11 | 3.4 |
| inv | 9 | 1.2 |
## flip-flops by register name, summed over array words and instances (netlist names)
signal                  count
u0_uart_tx.work_en          1
u0_uart_rx.rx_flag          1
u0_uart_rx.rx_data          8
u0_uart_rx.flag_end         1
u0_uart_tx.baud_cnt        13
u0_uart_tx.bit_flag         1
u0_uart_rx.bit_cnt          4
u0_uart_rx.bit_flag         1
u0_uart_rx.baud_cnt        13
u0_uart_rx.work_en          1
u0_uart_tx.bit_cnt          4
u0_uart_rx.rx_delay1        1
u0_uart_tx.tx               1
u0_uart_rx.rx_delay3        1
u0_uart_rx.ser_to_para      8
u0_uart_rx.rx_delay2        1
## layer usage
| metal | global-route usage (%) | vias up | share of wire [%] |
|---|---|---|---|
| li1 | - | 888 | - |
| met1 | 25.0 | 871 | 52 |
| met2 | 19.6 | 31 | 44 |
| met3 | 3.13 | 10 | 3.1 |
| met4 | 2.42 | 0 | 1.7 |
| met5 | 0 | - | 0 |
## report_power, final
group	internal (uW)	switching, uW
clock	337	267
sequential	715	54.1
combinational	47.6	58.2
## area by class of cell
cell class / instances / area share [%]
sequential: 60 / 48.6
inverter: 9 / 1.09
clock buffer: 10 / 4.44
clock inverter: 6 / 2.06
timing repair buffer: 4 / 1.05
tap: 80 / 3.23
multi-input combinational: 172 / 39.5
## metrics by stage
| stage | instance area (sq um) | setup slack (ns) | util (%) | cells | total power [uW] |
|---|---|---|---|---|---|
| after detailed placement | 2900 | 1.78 | 42.9 | 325 | 887 |
| after floorplan | 2790 | 1.96 | - | 247 | 854 |
| after global placement | 2900 | 1.78 | 42.9 | 325 | 885 |
| after global routing | 3100 | 1.52 | 45.9 | 341 | 1560 |
| final | 3100 | 1.57 | 45.9 | 341 | 1480 |
| after CTS | 3100 | 1.54 | 45.9 | 341 | 1500 |
## cells by family after synthesis
kind of cell,count (synthesis)
AND-OR/OR-AND,24
XOR/XNOR,20
adder cells (fa/ha/maj),10
buffers and inverters,15
flip-flops,60
multiplexers,19
AND/OR/NAND/NOR,99
## layout by cell type, fill, tap and decap left out, types with 3 or more instances in the layout
master and instances:
a21oi_1 7, and3_1 4, and4b_1 3, clkbuf_8 10, dfrtp_1 56, dfstp_2 4
ha_1 10, inv_1 9, mux2_2 17, nand2_1 12, nand3_1 15, nor2_1 34
nor3_1 9, nor4_1 3, o21ai_0 7, xnor2_1 11, xor2_1 9
## worst max path at each step
stage / endpoint / slack, ns / cells after the start
CTS: tx / 1.54 / 1
global route: tx / 1.52 / 1
finish: tx / 1.57 / 1
Power is estimated from default activity; no workload was simulated.
